==> design.v <==
`timescale 1ns/100ps
module cache_controller (
    input clock,
    input reset,
    input read,
    input write,
    input [7:0] address,
    input [7:0] writedata,
    input mem_BUSY,
    input [31:0] mem_readdata,
    output [7:0] readdata,
    output reg mem_read, mem_write,
    output reg BUSY,
    output reg [5:0] mem_address,
    output reg [31:0] mem_writedata
);
    reg cache_VALID [7:0];
    reg cache_DIRTY [7:0];
    reg [2:0] cache_TAG [7:0];
    reg [31:0] cache_DATA [7:0];
    integer i;
    wire VALID, DIRTY;
    wire [2:0] TAG;
    reg [31:0] DATA;
    wire compare;
    wire HIT;
    reg read_write_comb;
    parameter IDLE = 2'b00, MEM_READ = 2'b01, MEM_WRITE = 2'b10, CACHE_UPDATE = 2'b11;
    reg [1:0] state, next_state;
    always @ (read, write)
    begin
        if (read || write) begin
            read_write_comb = 1'b1;
        end else begin
            read_write_comb = 1'b0;
        end
    end
    always @ (posedge clock)
    begin
        if (HIT) begin
            BUSY <= 1'b0;
        end else begin
            BUSY <= read_write_comb;
        end
    end
    always @ (*)
    begin
        #1
        DATA = cache_DATA[address[4:2]];
    end
    assign #1 VALID = cache_VALID[address[4:2]];
    assign #1 DIRTY = cache_DIRTY[address[4:2]];
    assign #1 TAG = cache_TAG[address[4:2]];
    assign #0.9 compare = (TAG == address[7:5]) ? 1'b1 : 1'b0;
    assign HIT = compare && VALID;
    assign #1 readdata = ((address[1:0] == 2'b01) && read && HIT) ? DATA[15:8] :
                         ((address[1:0] == 2'b10) && read && HIT) ? DATA[23:16] :
                         ((address[1:0] == 2'b11) && read && HIT) ? DATA[31:24] : DATA[7:0];
    always @ (posedge clock)
    begin
        if (reset) begin
            for (i = 0; i < 8; i = i + 1) begin
                cache_VALID[i] = 1'd0;
                cache_DIRTY[i] = 1'd0;
                cache_TAG[i] = 3'dx;
                cache_DATA[i] = 32'dx;
            end
        end else begin
            if (HIT && write) begin
                #1;
                cache_DIRTY[address[4:2]] = 1'b1;
                if (address[1:0] == 2'b00) begin
                    cache_DATA[address[4:2]][7:0] = writedata;
                end else if (address[1:0] == 2'b01) begin
                    cache_DATA[address[4:2]][15:8] = writedata;
                end else if (address[1:0] == 2'b10) begin
                    cache_DATA[address[4:2]][23:16] = writedata;
                end else if (address[1:0] == 2'b11) begin
                    cache_DATA[address[4:2]][31:24] = writedata;
                end
            end else if (state == CACHE_UPDATE) begin
                #1
                cache_DATA[address[4:2]] = mem_readdata;
                cache_TAG[address[4:2]] = address[7:5];
                cache_VALID[address[4:2]] = 1'b1;
                cache_DIRTY[address[4:2]] = 1'b0;
            end
        end
    end
    always @(*)
    begin
        case (state)
            IDLE:
                if ((read || write) && !DIRTY && !HIT)
                    next_state = MEM_READ;
                else if ((read || write) && DIRTY && !HIT)
                    next_state = MEM_WRITE;
                else
                    next_state = IDLE;
            MEM_READ:
                if (mem_BUSY)
                    next_state = MEM_READ;
                else
                    next_state = CACHE_UPDATE;
            MEM_WRITE:
                if (mem_BUSY)
                    next_state = MEM_WRITE;
                else
                    next_state = MEM_READ;
            CACHE_UPDATE:
                next_state = IDLE;
        endcase
    end
    always @(state) begin
        case(state)
            IDLE:
            begin
                mem_read = 0;
                mem_write = 0;
                mem_address = 6'dx;
                mem_writedata = 32'dx;
            end
            MEM_READ:
            begin
                mem_read = 1;
                mem_write = 0;
                mem_address = {address[7:2]};
                mem_writedata = 32'dx;
            end
            MEM_WRITE:
            begin
                mem_read = 0;
                mem_write = 1;
                mem_address = {TAG, address[4:2]};
                mem_writedata = DATA;
            end
            CACHE_UPDATE:
            begin
                mem_read = 0;
                mem_write = 0;
                mem_address = 6'dx;
                mem_writedata = 32'dx;
            end
        endcase
    end
    always @(posedge clock or posedge reset) begin
        if (reset)
            state <= IDLE;
        else
            state <= next_state;
    end
endmodule
==> run.sh <==
#!/bin/bash
# OpenROAD 26Q1-2900-gdf79404cd8, Yosys 0.63+post, stock flow scripts
make -C /OpenROAD-flow-scripts/flow DESIGN_CONFIG=/design/flow/config.mk WORK_HOME=/design/flow/orfs finish
==> config.mk <==
export PLATFORM = sky130hd
export DESIGN_NAME = cache_controller
export DESIGN_NICKNAME = cache_controller
export VERILOG_FILES = /design/flow/design.v
export SDC_FILE = /design/flow/constraint.sdc
export NUM_CORES = 4
export LEC_CHECK = 1
export CORE_UTILIZATION = 30
==> constraint.sdc <==
current_design cache_controller

set clk_period 8.4
set clk_io_pct 0.2

create_clock -name clk0 -period $clk_period [get_ports {clock}]

set non_clock_inputs [all_inputs -no_clocks]
set_input_delay [expr $clk_period * $clk_io_pct] -clock clk0 $non_clock_inputs
set_output_delay [expr $clk_period * $clk_io_pct] -clock clk0 [all_outputs]
==> impl_metrics.ini <==
; physical design summary
[status]
status = complete, no violations

[critical_path]
cp.required_ns = 6.72
path_cells = buf_2 -> inv_1 -> buf_4 -> nor3_1 -> a32o_1 -> mux2_2 -> a22oi_1 -> o22ai_1 -> clkdlybuf4s50_1
max_stage_delay_ns = 1.12
arrival_ns = 5.31
end_kind = primary output
reg2reg_slack_ns = 5.25
worst-path-stages = 9
path_max_fanout = 25
worstPathBufferInverterCount = 4
critPathSlowestCell = nor3_1
reg2regPathDepth = 7
cp-start-kind = input port
reg2reg_to = cache_DATA[7][30]$_DFFE_PP_
worst_path_dominant_cell_family = buffers and inverters
critical_path_class = in2out
rr_startpoint = cache_TAG[3][2]$_DFFE_PP_

[layout]
nFillCells = 3769
drive_gt1_share_pct = 20.3
area_growth_pct = 22.5

[yosys]
top_cells_by_count = 288 x edfxtp_1, 63 x mux2_2, 56 x a21oi_1
ff_type = edfxtp_1
postSynthCellCount = 804
yosysUniqueCellTypes = 62
edf_count = 288
ys_ff = 301
syn_area_um2 = 12800
yosysWarnings = 1
ys_chip_area_um2 = 12800
yosys.cell_count.top_type = edfxtp_1
synth_top_area_share_pct = 67.6
ys_cells = 804
async_reset_ff_share_pct = 1.33
synth.avg_cell_area_um2 = 15.9
top_area_cell = edfxtp_1
synth.area.top_cells = edfxtp_1 68%, mux2_2 5.5%, mux4_2 4.2%, mux2i_1 3.1%, a21oi_1 2.2%
ys_seq_share_pct = 69.8

[floorplan]
rows = 75
die_y_um = 208
core_um2 = 41900
io_pins = 102
fp-utilization_pct = 30.5
die_area_um2 = 43500
die_x_um = 208

[sta]
skew_ns = 0.0237
tightest_slew_ns = 1.36
hold_viol = 0
finalSetupTns_ns = 0
max_freq_ghz = 0.143
slew_headroom_pct = 8.40
period_used_pct = 83.2
drv_slew = 0
grt_setup_unrepaired = no
finalCriticalPeriod_ns = 6.99
setup_viol = 0

[routing]
num_antenna_cells = 0
drt_iter0_markers = 663
vias_per_cell = 5.18
dr_total_vias = 7790
ant_nets = 0
wl_per_cell_um = 24.2
dr.pass1.iters = 5
drt_wl_total_mm = 36.3
drc = 0

[grt]
grt_start_max_net_pins = 41
grt_pass1_wl_mm = 53.6
antenna_found_initial = 0
grt_use_total_pct = 17.9
grt_overflow = 0
first_global_vias = 8166

[clocking]
post_cts_buffers = 0
cts_resized = 0
cts_root_buf = clkbuf_16
cts_tree = built
clockBufferDepth = 3
cts_hold_buf = 0
cts-buffers-inserted = 34
clk_pin_slew_ns = 0.06
clock_sinks = 301
insertion_delay_ns = 0.51
htree_levels = 2

[hold_path]
hold_depth = 1
min_path_type = reg2reg
hp-start = cache_VALID[1]$_DFF_P_
min_to = cache_VALID[1]$_DFF_P_

[power_and_ir_drop]
p_sw_share_pct = 22.0
p_seq_share_pct = 48.5
peakVddDrop_mv = 0.107
switchingPower_mw = 0.773
leakage_nw = 5.20
clockPowerShare_pct = 41.3
p_per_area_nw_per_um2 = 224
power_mw = 3.51
power_frac_comb_pct = 10.3
intPower_mw = 2.73

[placement]
hpwlAfterDp_mm = 24.5
portBuffers = 101
gp_congestion = 1.05

[run]
openroad.warnings = 25
max_cap_viol_count = 0
state kept, by name, indices dropped and copies added, names as in the netlist:
register and count:
cache_DATA 256, cache_TAG 24, cache_DIRTY 8, cache_VALID 8
state 4, BUSY 1
per-stage QoR:
stage | worst slack (ns) | util [%] | hold slack (ns) | std cells | instance area (um^2)
5_1_grt | 1.29 | 37.3 | 0.510 | 1503 | 15700
2_1_floorplan | 3.26 | - | 0.441 | 804 | 12800
6_report | 1.41 | 37.3 | 0.478 | 1503 | 15700
3_3_place_gp | 1.42 | 34.7 | 0.462 | 1443 | 14600
4_1_cts | 1.42 | 37.3 | 0.475 | 1503 | 15700
3_5_place_dp | 1.44 | 34.7 | 0.461 | 1443 | 14600
layout by cell type (no fill, tap or decap), types with 11 or more instances in the layout:
master	Yosys	routed
edfxtp_1	288	288
a22oi_1	12	12
a22o_1	23	23
mux2_2	63	63
inv_1	14	14
buf_4	8	53
a21oi_1	56	56
clkbuf_16	0	35
a221oi_1	20	20
mux2i_1	39	39
clkdlybuf4s50_1	0	98
nor2_1	46	46
o22ai_1	12	12
mux4_2	24	24
nand2_1	37	37
and2_1	11	11
logic make-up (layout without fill, tap and decap cells):
kind of cell / after synthesis / after routing / share of synthesized area (%)
DFF: 301 / 301 / 69.8
muxes: 130 / 130 / 13.3
buffers and inverters: 69 / 229 / 2.69
and+or+nand+nor: 139 / 139 / 5.17
AOI/OAI and AO/OA: 165 / 165 / 9.01
layer usage:
layer  global-route usage (%)  wire length [um]
met1                     23.6             13900
met2                     26.6             16500
met3                     8.56              4180
met4                     6.67              1690
met5                        0                 0
power groups by stage:
stage / Combinational [mW] / Sequential [mW] / Clock (mW)
CTS: 0.363 / 1.70 / 1.47
global route: 0.388 / 1.70 / 1.52
finish: 0.360 / 1.70 / 1.45
how the worst max path moves through the flow:
stage	to	startpoint
6_report	readdata[6]	address[2]
5_1_grt	readdata[6]	address[2]
4_1_cts	readdata[6]	address[2]
cell type report:
type	count	area (um^2)	area share [%]
clock inverters	15	176	1.13
clock buffers	45	913	5.83
inverters	17	63.8	0.408
well taps	539	674	4.31
multi-input cells	434	3520	22.5
repair buffers	152	1380	8.84
flip-flops and latches	301	8930	57.0
Power and IR drop assume default switching activity.
